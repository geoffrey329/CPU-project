**design/flow/config.mk**
```make
export PLATFORM = sky130hd
export DESIGN_NAME = bus
export DESIGN_NICKNAME = bus
export VERILOG_FILES = /design/flow/design.v
export SDC_FILE = /design/flow/constraint.sdc
export NUM_CORES = 4
export LEC_CHECK = 1
export CORE_AREA = 10 10 320 320
export DIE_AREA = 0 0 330 330
```
**design/flow/constraint.sdc**
```tcl
current_design bus

set clk_period 6.8
set clk_io_pct 0.2

create_clock -name clk0 -period $clk_period

set non_clock_inputs [all_inputs -no_clocks]
set_input_delay [expr $clk_period * $clk_io_pct] -clock clk0 $non_clock_inputs
set_output_delay [expr $clk_period * $clk_io_pct] -clock clk0 [all_outputs]
```
**design/flow/design.v**
```verilog
module bus (
input clk, clr,
input [31:0] R0_mux,
input [31:0] R1_mux,
input [31:0] R2_mux,
input [31:0] R3_mux,
input [31:0] R4_mux,
input [31:0] R5_mux,
input [31:0] R6_mux,
input [31:0] R7_mux,
input [31:0] R8_mux,
input [31:0] R9_mux,
input [31:0] R10_mux,
input [31:0] R11_mux,
input [31:0] R12_mux,
input [31:0] R13_mux,
input [31:0] R14_mux,
input [31:0] R15_mux,
input R0_select,
input R1_select,
input R2_select,
input R3_select,
input R4_select,
input R5_select,
input R6_select,
input R7_select,
input R8_select,
input R9_select,
input R10_select,
input R11_select,
input R12_select,
input R13_select,
input R14_select,
input R15_select,
input [31:0] PC_mux,
input [31:0] MDR_mux,
input [31:0] InPort_mux,
input [31:0] HI_mux,
input [31:0] LO_mux,
input [31:0] ZHI_mux,
input [31:0] ZLO_mux,
input [31:0] C_mux,
input PC_select,
input MDR_select,
input InPort_select,
input HI_select,
input LO_select,
input ZHI_select,
input ZLO_select,
input C_select,
output wire [31:0] Bus_Mux_out
);
reg [31:0] temp;
always @ (*) begin
	temp = 32'b0;
	if (R0_select) temp = R0_mux;
	if (R1_select) temp = R1_mux;
	if (R2_select) temp = R2_mux;
	if (R3_select) temp = R3_mux;
	if (R4_select) temp = R4_mux;
	if (R5_select) temp = R5_mux;
	if (R6_select) temp = R6_mux;
	if (R7_select) temp = R7_mux;
	if (R8_select) temp = R8_mux;
	if (R9_select) temp = R9_mux;
	if (R10_select) temp = R10_mux;
	if (R11_select) temp = R11_mux;
	if (R12_select) temp = R12_mux;
	if (R13_select) temp = R13_mux;
	if (R14_select) temp = R14_mux;
	if (R15_select) temp = R15_mux;
	if (PC_select) temp = PC_mux;
	if (MDR_select) temp = MDR_mux;
	if (InPort_select) temp = InPort_mux;
	if (HI_select) temp = HI_mux;
	if (LO_select) temp = LO_mux;
	if (ZHI_select) temp = ZHI_mux;
	if (ZLO_select) temp = ZLO_mux;
	if (C_select) temp = C_mux;
end
assign Bus_Mux_out = temp;
endmodule
```
**design/flow/run.sh**
```bash
#!/bin/bash
# OpenROAD 26Q1-2900-gdf79404cd8, Yosys 0.63+post, stock flow scripts
make -C /OpenROAD-flow-scripts/flow DESIGN_CONFIG=/design/flow/config.mk WORK_HOME=/design/flow/orfs finish
```
==> flow_summary.json <==
{
  "synth_area_sq_mm": 0.00711,
  "io_buffers": 824,
  "fin_crit_sh_pct": 92.1,
  "fin_crit_ns": 6.26,
  "synth_top_cell_by_area": "a2111oi_4",
  "worst_slack_ns": 0.540,
  "holdBufCountCts": 0,
  "pwr_density_cell_mw_per_mm2": 66.7,
  "vias": 12700,
  "most-common-layout-cells": "clkdlybuf4s50_1 (814), nand2_1 (103), nor2_1 (95)",
  "flops": 0,
  "fill_cells": 10800,
  "pin_count": 826,
  "post-place-ws_ns": 0.444,
  "rsz0062_at_grt": "no",
  "setup_viol": 0,
  "nClkBuffers": 0,
  "grt_max_degree": 47,
  "wl_um": 109000,
  "ctsResizeCount": 0,
  "dr.pass1.iters": 7,
  "cp.required_ns": 5.44,
  "lay_top_count": "clkdlybuf4s50_1",
  "max_cap_violations": 0,
  "die_x_um": 330,
  "avgSynthCellArea_sq_um": 6.93,
  "dp_hpwl_um": 97500,
  "max_slew_margin_pct": 22.0,
  "register_area_sq_um": 0,
  "synthTopCellsByArea": "a2111oi_4 (12%), o22ai_1 (8.2%), a22oi_1 (6.5%), o2111ai_2 (6.3%), nand2_1 (5.5%)",
  "finalSetupTns_ns": 0,
  "dieArea_sq_mm": 0.109,
  "drtIter0Drc": 895,
  "first_global_vias": 13200,
  "tightestPinTransition_ns": 1.17,
  "critPathCaptureType": "output pin",
  "place.gp.congestion": 0.896,
  "fp_util_pct": 7.47,
  "top_cell_area_share_pct": 11.6,
  "yosysUniqueCellTypes": 39,
  "grt_pass1_wl_um": 135000,
  "fp-row-count": 113,
  "die_y_um": 330,
  "min_from": "ZLO_mux[12]",
  "drcViolationCount": 0,
  "overflow": 0,
  "holdPathStages": 4,
  "synthCells": 1025,
  "min_to": "Bus_Mux_out[12]",
  "ys_seq_share_pct": 0,
  "vdd_drop_max_uv": 30.3,
  "cp_data_arrival_time_ns": 4.90,
  "yosysWarnings": 1,
  "drive_gt1_share_pct": 12.0,
  "grt_antenna_before_repair": 45,
  "area_delta_synth_final_pct": 140,
  "startpoint_type": "input port",
  "worstSetupPathType": "input port to output pin",
  "cts_setup_buffers": 0,
  "yosys_area_sq_mm": 0.00711,
  "slew_viol_final": 0,
  "final_antenna_net_count": 0,
  "p_leak_nw": 5.41,
  "core_area_sq_mm": 0.0952,
  "final_hold_viol_count": 0,
  "vias_per_cell": 4.12,
  "max_freq_ghz": 0.160,
  "status": "completed",
  "warnings": 34,
  "ys_cells": 1025,
  "wire_per_inst_um": 35.3,
  "hp-class": "input port to output pin",
  "crit_fanout": 14,
  "grt_usage_pct": 19.1
}
worst max-delay path: stages:
cell and delay [ns]:
clkdlybuf4s50_1 0.51, nor2_4 0.70, buf_4 0.35, o2111ai_1 0.19
nor2_1 0.35, nand4_1 0.27, a211oi_1 0.56, clkdlybuf4s50_1 0.59
metrics by stage:
| step | utilization [%] | power, mW | cell area, sq um | instances | hold slack (ns) |
|---|---|---|---|---|---|
| finish | 18.0 | 1.14 | 17100 | 3076 | 3.46 |
| CTS | 17.9 | 1.15 | 17100 | 3064 | 3.47 |
| global route | 17.9 | 1.20 | 17100 | 3068 | 3.53 |
| global placement | 17.9 | 1.14 | 17100 | 3064 | 3.45 |
| detailed placement | 17.9 | 1.14 | 17100 | 3064 | 3.46 |
| floorplan | - | 0.324 | 7110 | 1025 | 2.84 |
power by group:
group | total, mW | internal (mW) | switching, mW
clock network | 0.000000200 | 0.000000200 | 0
registers | 0 | 0 | 0
logic | 1.14 | 0.607 | 0.532
total | 1.14 | 0.607 | 0.532
kinds of logic after synthesis:
logic type      after synthesis  synth area share (%)
buf+inv                     127                  7.82
compound gates              483                  60.8
simple gates                415                  31.4
layout make-up:
class              instances  area, sq um  area share, %
repair buffers           896         8820           51.6
inverters                  5         18.8          0.110
diodes                    12         30.0          0.176
well taps               1265         1580           9.27
multi-input cells        898         6630           38.8
metal layers:
layer / vias to the layer above / track usage (%) / share of wire, %
met1: 6156 / 26.7 / 45
met3: 76 / 5.92 / 9.4
met4: 28 / 1.70 / 1.0
li1: 5689 / - / -
met2: 739 / 29.7 / 44
met5: - / 0 / 0.17
synth_stat cells (22+ instances only):
library cell and instances:
nor2b_1 39, nand2b_1 33, a21oi_1 36, nand4_1 32, o21ai_0 35, or3b_2 22
a221oi_1 32, nor2_2 31, a2111oi_4 30, a211oi_1 32, clkbuf_1 94, o22ai_1 93
a22o_1 32, nand2_1 104, nor2_1 95, a22oi_1 62, a211o_1 31, o41ai_1 31
o211ai_1 31, nor3b_1 37, o2111ai_2 30
how the worst max path moves through the flow:
stage | slack (ns) | start | endpoint | cells after the start
global route | 0.45 | R0_select | Bus_Mux_out[6] | 7
finish | 0.54 | MDR_select | Bus_Mux_out[31] | 8
CTS | 0.43 | MDR_select | Bus_Mux_out[31] | 8
Power figures rest on the tool's default switching activity, not on a simulated workload.
