## /design/flow/config.mk

```make
export PLATFORM = sky130hd
export DESIGN_NAME = bit_pair_recoding
export DESIGN_NICKNAME = bit_pair_recoding
export VERILOG_FILES = /design/flow/design.v
export SDC_FILE = /design/flow/constraint.sdc
export NUM_CORES = 4
export LEC_CHECK = 1
export CORE_AREA = 10 10 89 89
export DIE_AREA = 0 0 99 99
```

## /design/flow/constraint.sdc

```tcl
current_design bit_pair_recoding

set clk_period 10.1
set clk_io_pct 0.2

create_clock -name clk0 -period $clk_period

set non_clock_inputs [all_inputs -no_clocks]
set_input_delay [expr $clk_period * $clk_io_pct] -clock clk0 $non_clock_inputs
set_output_delay [expr $clk_period * $clk_io_pct] -clock clk0 [all_outputs]
```

## /design/flow/design.v

```verilog
module bit_pair_recoding (
	input [2:0] multiplier_bits,
	input [31:0] multiplicand,
	output reg [31:0] partial_product_out
	);
	reg [31:0] partial_product;
	always @(*) begin
		case(multiplier_bits) 
			3'b000, 3'b111: partial_product = 32'b0;               
            		3'b001, 3'b010: partial_product = multiplicand;        
           		3'b011:         partial_product = multiplicand << 1;   
            		3'b100:         partial_product = -(multiplicand << 1);  
            		3'b101, 3'b110: partial_product = -multiplicand;       
            		default:        partial_product = 32'b0;               
        	endcase
		partial_product_out = partial_product;
	end
endmodule
```

## /design/flow/run.sh

```bash
#!/bin/bash
# OpenROAD 26Q1-2900-gdf79404cd8, Yosys 0.63+post, stock flow scripts
make -C /OpenROAD-flow-scripts/flow DESIGN_CONFIG=/design/flow/config.mk WORK_HOME=/design/flow/orfs finish
```

==> qor.yml <==
outcome: "complete, no violations"
cts.hold.buffers_added: 0
final_cell_mix: "sky130_fd_sc_hd__clkdlybuf4s50_1, sky130_fd_sc_hd__nand2_1, sky130_fd_sc_hd__o21ai_0"
routed_via_density: 5.61
area.sequential_um2: 0
yosys.stat.chipArea_um2: 1770
number_of_global_route_vias_before_repair: 2253
grt_max_degree: 39
power.static_leakage_uw: 0.000808
tightestPinTransition_ns: 0.640
timing.critical_path.buf_inv: 3
io-pin-count: 67
wirelength_um: 6750
setup_failing_eps_final: 0
start_kind: "primary input"
worst_slack_ns: 2.74
dpl.hpwl_um: 5100
die_x_um: 99
synth.cell_area_um2: 1770
logic_area_um2: 1640
crit_slowest_cell: "sky130_fd_sc_hd__or4_4"
critical_path.max_fanout: 7
fin_hold_ws_ns: 5.06
post_cts_resized: 0
openroad_warning_count: 32
maximum_ir_drop_on_the_vdd_rail_uv: 15.8
chip_area_um2: 9800
timing.hold.worst.class: "primary input to output pin"
row_count: 28
critical_path_class: "primary input to output pin"
crit_start: "multiplicand[1]"
xor_area_share_pct: 16.3
synthMuxAreaShare_pct: 3.03
max-cap-violations: 0
worst_setup_path_end_kind: "output pin"
final_cell_count_no_fill: 412
dr.first_iter.drc_count: 147
synth_seq_share_pct: 0
drv_slew: 0
synthToLayoutAreaGrowth_pct: 37.7
power_per_cell_area_nw_per_um2: 41.5
drc: 0
worst_path_most_repeated_cell: "sky130_fd_sc_hd__clkdlybuf4s50_1"
path_delay_family: "simple AND/OR/NAND/NOR gates"
yosys_cells: 295
fp-utilization_pct: 29.6
grt_pass1_wl_um: 11500
max_freq_mhz: 136
synth-adder-area-share_pct: 0.705
fin_crit_sh_pct: 72.9
flop-count: 0
chain_of_cells_forming_the_critical_path: "clkdlybuf4s50_1 > inv_1 > ha_1 > nor3b_1 > nand4_1 > or4_4 > o21ai_2 > xnor2_1 > a221o_1 > clkdlybuf4s50_1"
synthesized_area_divided_by_synthesized_cell_count_um2: 6.01
detail_route.wl_per_cell_um: 16.4
postCtsSetupBuffers: 0
port_buffers: 67
worst-endpoint-required_ns: 8.08
drive_above_1_share_pct: 4.45
total_neg_setup_slack_ns: 0
n_antenna_cell: 0
gp_congestion: 0.906
topCombFamilyByArea: "simple AND/OR/NAND/NOR gates"
yosys.cell_types.count: 49
slew-limit-headroom_pct: 57.2
yosysWarningCount: 1
dp.cells: 412
rsz0062_at_grt: "no"
final_period_minus_worst_setup_slack_ns: 7.36
grt.total_usage_pct: 13.3
number_of_antenna_violations_at_the_first_check_in_global_routing: 0
final_core_util_pct: 40.8
cpPeakStageDelay_ns: 0.70
globalRouteOverflowTotal: 0
vertical_extent_of_the_die_um: 99
layout_top_cell: "sky130_fd_sc_hd__clkdlybuf4s50_1"
arrival_ns: 5.34
num-clock-buffers: 0
detailroute.via_count: 2310
antenna_left: 0
dr.pass1.iters: 5
fill_cells: 654
synth_simple_gate_area_share_pct: 41.0
worstHoldStart: "multiplicand[0]"
hold_viol_final: 0
ys_sh_aoi_pct: 31.2
core_area_um2: 5990
syn-instance-count: 295
placement.setup.worst_slack_ns: 2.76
==> stage by stage <==
stage	cell area, um^2	power, uW
detailed placement	2440	102
global placement	2440	102
CTS	2440	103
global route	2440	113
finish	2440	101
floorplan	1770	45.6
==> layer usage <==
layer	vias up	share of wire [%]	global-route usage [%]
met5	-	0	0
met4	0	0.56	1.21
met1	1048	48	19.8
li1	1173	-	-
met3	4	7.3	2.11
met2	85	44	20.3
==> report_power, final <==
part	internal (uW)	switching (uW)	total (uW)
registers	0	0	0
logic	56.7	44.7	101
clock network	0	0	0
==> final timing paths <==
path | end | slack [ns] | depth (start not counted)
worst min-delay path | partial_product_out[0] | 5.06 | 4
worst max-delay path | partial_product_out[30] | 2.74 | 10
==> area by class of cell <==
| class | count | area share (%) |
|---|---|---|
| Tap cell | 75 | 3.84 |
| Timing Repair Buffer | 71 | 28.7 |
| Multi-Input combinational cell | 263 | 67.0 |
| Inverter | 3 | 0.461 |
==> kinds of logic after synthesis <==
group           Yosys count
compound gates           85
xor+xnor                 33
fa+ha+maj                 1
buf+inv                  32
mux                       5
simple gates            139
==> cells in the mapped netlist, types with 5 or more instances <==
cell                       instances  area (um^2)
sky130_fd_sc_hd__a21oi_1          10         50.1
sky130_fd_sc_hd__or3_1             9         56.3
sky130_fd_sc_hd__nor2_1           32          120
sky130_fd_sc_hd__or4_1            11         82.6
sky130_fd_sc_hd__o21ai_0          35          175
sky130_fd_sc_hd__a221o_1           6         60.1
sky130_fd_sc_hd__nand2_1          38          143
sky130_fd_sc_hd__o221ai_1          5         43.8
sky130_fd_sc_hd__nand2b_1          7         43.8
sky130_fd_sc_hd__xnor2_1          13          114
sky130_fd_sc_hd__a22oi_1          12         90.1
sky130_fd_sc_hd__nor4_1            5         31.3
sky130_fd_sc_hd__nor3_1           12         60.1
sky130_fd_sc_hd__xor2_1           20          175
sky130_fd_sc_hd__clkbuf_1         24         90.1
==> tightest hold or removal path: cells and delay by family <==
family | cells | cell delay (ns)
buffers and inverters | 3 | 0.96
AND/OR/NAND/NOR | 1 | 0.05
No activity file was given, so power comes from the tool's default toggle rates.
