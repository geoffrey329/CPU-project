### design/flow/design.v
module register (
	input clock, clear, enable, 
	input [31:0] DataIn,
	output wire [31:0] DataOut
);
reg [31:0]q;
initial q = 32'b0;
always @ (posedge clock) begin 
	if (clear) begin
		q <= 32'b0;
	end
	else if (enable) begin
		q <= DataIn;
	end
end
assign DataOut = q[31:0];
endmodule
module register_file (
  input clk, clr,
  input wr_enable,
  input [3:0] wr_address,
  input [31:0] bus_data_in,
  output wire [31:0] R0_out,
  output wire [31:0] R1_out,
  output wire [31:0] R2_out,
  output wire [31:0] R3_out,
  output wire [31:0] R4_out,
  output wire [31:0] R5_out,
  output wire [31:0] R6_out,
  output wire [31:0] R7_out,
  output wire [31:0] R8_out,
  output wire [31:0] R9_out,
  output wire [31:0] R10_out,
  output wire [31:0] R11_out,
  output wire [31:0] R12_out,
  output wire [31:0] R13_out,
  output wire [31:0] R14_out,
  output wire [31:0] R15_out
);
wire [15:0] wr_en;
assign wr_en = (wr_enable && (wr_address < 16)) ? (16'b1 << wr_address) : 16'b0;
register R0 (clk, clr, wr_en[0],  bus_data_in, R0_out);
register R1 (clk, clr, wr_en[1],  bus_data_in, R1_out);
register R2 (clk, clr, wr_en[2],  bus_data_in, R2_out);
register R3 (clk, clr, wr_en[3],  bus_data_in, R3_out);
register R4 (clk, clr, wr_en[4],  bus_data_in, R4_out);
register R5 (clk, clr, wr_en[5],  bus_data_in, R5_out);
register R6 (clk, clr, wr_en[6],  bus_data_in, R6_out);
register R7 (clk, clr, wr_en[7],  bus_data_in, R7_out);
register R8 (clk, clr, wr_en[8],  bus_data_in, R8_out);
register R9 (clk, clr, wr_en[9],  bus_data_in, R9_out);
register R10(clk, clr, wr_en[10], bus_data_in, R10_out);
register R11(clk, clr, wr_en[11], bus_data_in, R11_out);
register R12(clk, clr, wr_en[12], bus_data_in, R12_out);
register R13(clk, clr, wr_en[13], bus_data_in, R13_out);
register R14(clk, clr, wr_en[14], bus_data_in, R14_out);
register R15(clk, clr, wr_en[15], bus_data_in, R15_out);
endmodule
### design/flow/config.mk
export PLATFORM = sky130hd
export DESIGN_NAME = register_file
export DESIGN_NICKNAME = register_file
export VERILOG_FILES = /design/flow/design.v
export SDC_FILE = /design/flow/constraint.sdc
export NUM_CORES = 4
export LEC_CHECK = 1
export CORE_AREA = 10 10 340 340
export DIE_AREA = 0 0 350 350
### design/flow/run.sh
#!/bin/bash
# OpenROAD 26Q1-2900-gdf79404cd8, Yosys 0.63+post, stock flow scripts
make -C /OpenROAD-flow-scripts/flow DESIGN_CONFIG=/design/flow/config.mk WORK_HOME=/design/flow/orfs finish
### design/flow/constraint.sdc
current_design register_file

set clk_period 13.5
set clk_io_pct 0.2

create_clock -name clk0 -period $clk_period [get_ports {clk}]

set non_clock_inputs [all_inputs -no_clocks]
set_input_delay [expr $clk_period * $clk_io_pct] -clock clk0 $non_clock_inputs
set_output_delay [expr $clk_period * $clk_io_pct] -clock clk0 [all_outputs]
==> reports/qor.csv <==
metric,value,unit
core box area,0.109,mm²
dpl cell area,0.0267,mm²
Final GP Congestion,0.771,
Die Wd,350,µm
cell area after synthesis,0.0199,mm²
leakage,12.8,nW
VDD IR-drop max,0.0000868,V
worst path buffer plus inverter count,5,
cts hold-fix bufs,0,
DR DRC count,0,
worst setup margin,8290,ps
via count,14000,
Max Freq,192,MHz
MI comb area,0.00873,mm²
Post-DRT Antenna Nets,0,
Crit path max-delay family,buffers and inverters,
sequential share of the synthesized area,51.5,%
# IOs,551,
hold crit path type,register to register,
RSZ-0062 raised after global routing,no,
die area,0.123,mm²
row count,121,
H-tree depth,2,
fin util,26.3,%
Iter 0 DRT Violations,553,
clk sink count,512,
most frequent cells in the layout,"clkdlybuf4s50_1 (549), nand2b_1 (544), dfxtp_1 (512), mux2i_1 (512), clkbuf_16 (58)",
initial antenna violation count,12,
Die Y-Extent,350,µm
Syn-to-layout area delta,43.6,%
Worst Path Required,13980,ps
Final min period,5210,ps
reg2reg start,R15.q[31]$_SDFFE_PP0P_,
Init Core Util,18.3,%
global-route met2 utilization,18.2,%
CP max FO,98,
vias in the first global route,14400,
most frequent CP cell,buf_4,
worst clock skew,0,ps
#FFs+latches synth,512,
Num CTS Buffers,57,
CTS clock-pin slew for the worst setup and hold paths,60,ps
Yosys warning count,1,
Hold Slack,472,ps
HP Start,R8.q[19]$_SDFFE_PP0P_,
layout cell share with drive strength beyond 1,7.00,%
OpenROAD warning count,25,
Critical Path AT,5690,ps
cells after synthesis,1773,
worst skew pair latency,630,ps
Clock Path Buffers,3,
met3 usage,5.52,%
fin area,0.0286,mm²
Unique cell types,17,
setup tns final,0,ps
largest net degree at the start of global routing,99,
first-pass GRT wire length,107000,µm
Max-Cap Viols,0,
setup bufs post-CTS,0,
post-detail-place hpwl,53300,µm
CP Launch Type,primary input,
Commonest Layout Cell,clkdlybuf4s50_1,
Storage cell area,0.0102,mm²
PortBufs,550,
fin crit share,38.6,%
Via density,3.76,
Final Hold Viols,0,
routed len/inst,20.6,µm
run status,"finished, final reports clean",
final wirelength,76700,µm
clk root buf,clkbuf_16,
crit end category,register,
All-Layer GR Usage,12.2,%
# fillers,11200,
final setup fails,0,
Post-CTS Resized,0,
pin slew with the least headroom to its limit,799,ps
CTS tree,built,
grt total ovfl,0,
Slew HR,46.7,%
critical path class,primary input to register,
Yosys chip area,0.0199,mm²
ys cells,1773,
max-slew violations,0,
Slowest cell on crit path,buf_4,
Setup crit start,clr,
met1 Usage GRT,16.4,%
"Avg Cell Area, Syn",11.2,µm²
Initial DRT Pass Iterations,5,
Worst path max stage delay,700,ps
PwrDens,116,mW/mm²
critical path cell sequence,buf_8 > buf_4 > buf_4 > buf_4 > nand2b_1 > buf_4 > mux2i_1,
pre-CTS setup slack,7620,ps
gr busiest metal,met2,
per-stage QoR:
stage	total power, mW	instances
3_5_place_dp	1.78	3613
3_3_place_gp	1.78	3613
6_report	3.32	3719
2_1_floorplan	1.67	1773
5_1_grt	3.45	3715
4_1_cts	3.39	3715
cell type report:
cell class                      instances  area share, %
Multi-Input combinational cell       1081           30.5
Sequential cell                       512           35.9
Clock buffer                           92           6.15
Timing Repair Buffer                  606           20.7
Tap cell                             1414           6.19
Clock inverter                         10          0.473
Antenna cell                            4         0.0350
Yosys cell counts:
| cell | instances | area, µm² |
|---|---|---|
| nand2_1 | 2 | 7.51 |
| nor2_2 | 1 | 6.26 |
| buf_4 | 36 | 270 |
| and3_1 | 1 | 6.26 |
| buf_1 | 5 | 18.8 |
| buf_2 | 48 | 240 |
| mux2i_1 | 512 | 5120 |
| and3b_1 | 2 | 17.5 |
| nand2_2 | 10 | 62.6 |
| buf_6 | 9 | 101 |
| nand3_2 | 4 | 40.0 |
| and2_1 | 2 | 12.5 |
| clkbuf_1 | 82 | 308 |
| nor2b_1 | 2 | 12.5 |
| nand2b_1 | 544 | 3400 |
| nor3b_4 | 1 | 18.8 |
| dfxtp_1 | 512 | 10200 |
per-layer routing:
| layer | part of all wire (%) | wire length (µm) | vias to the layer above |
|---|---|---|---|
| li1 | - | - | 6770 |
| met1 | 44 | 34000 | 6648 |
| met4 | 2.5 | 1940 | 4 |
| met5 | 0.030 | 23 | - |
| met2 | 43 | 32600 | 477 |
| met3 | 11 | 8100 | 98 |
worst paths after layout:
| path | endpoint | slack [ps] | cells after the start |
|---|---|---|---|
| setup reg to reg | R15.q[31]$_SDFFE_PP0P_ | 12830 | 2 |
| setup / recovery | R6.q[22]$_SDFFE_PP0P_ | 8290 | 7 |
| hold reg to reg | R8.q[19]$_SDFFE_PP0P_ | 470 | 2 |
| hold / removal | R8.q[19]$_SDFFE_PP0P_ | 470 | 2 |
worst min-delay path, cell delays in order, from the launching register on:
cell and delay [ps]:
dfxtp_1 300, nand2b_1 60, mux2i_1 60
power breakdown:
group | switching (mW) | internal [mW]
registers | 0.0109 | 1.53
clock network | 0.656 | 0.925
logic | 0.101 | 0.0951
registers in the layout (all words and copies together) (netlist names):
signal  count
R6.q       32
R8.q       32
R4.q       32
R15.q      32
R9.q       32
R10.q      32
R1.q       32
R7.q       32
R13.q      32
R2.q       32
R0.q       32
R14.q      32
R5.q       32
R3.q       32
R12.q      32
R11.q      32
logic make-up (layout without fill, tap and decap cells):
kind of cell / after synthesis / count (layout) / share of synthesized area, %
AND/OR/NAND/NOR: 569 / 569 / 18.0
multiplexers: 512 / 512 / 25.8
flip-flops: 512 / 512 / 51.5
buffers and inverters: 180 / 708 / 4.72
other: 0 / 4 / 0
No activity file was given, so power comes from the tool's default toggle rates.
